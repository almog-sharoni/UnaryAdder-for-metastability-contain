### flow/config.mk
export PLATFORM = sky130hd
export DESIGN_NAME = BinaryAdder
export DESIGN_NICKNAME = BinaryAdder
export VERILOG_FILES = /design/flow/design.v
export SDC_FILE = /design/flow/constraint.sdc
export NUM_CORES = 4
export LEC_CHECK = 1
export CORE_AREA = 10 10 70 70
export DIE_AREA = 0 0 80 80
### flow/constraint.sdc
current_design BinaryAdder

set clk_period 3.6
set clk_io_pct 0.2

create_clock -name clk0 -period $clk_period [get_ports {clk}]

set non_clock_inputs [all_inputs -no_clocks]
set_input_delay [expr $clk_period * $clk_io_pct] -clock clk0 $non_clock_inputs
set_output_delay [expr $clk_period * $clk_io_pct] -clock clk0 [all_outputs]
### flow/design.v
`timescale 1ns / 1ps
module BinaryAdder #(
    parameter NOF_BITS = 8
)(
    input wire clk,
    input wire rst_n,
    input wire start,
    input wire [NOF_BITS-1:0] data_a, data_b,
    output reg [NOF_BITS-1:0] data_out,  
    output reg done
);
   wire [NOF_BITS-1:0] sum;
   wire [NOF_BITS-1:0] cout;   
    full_adder_d FA0(.carry(cout[0]), .sum(sum[0]), .a(data_a[0]), .b(data_b[0]), .cin(1'b0));
    full_adder_d FA1(.carry(cout[1]), .sum(sum[1]), .a(data_a[1]), .b(data_b[1]), .cin(cout[0]));
    full_adder_d FA2(.carry(cout[2]), .sum(sum[2]), .a(data_a[2]), .b(data_b[2]), .cin(cout[1]));
    full_adder_d FA3(.carry(cout[3]), .sum(sum[3]), .a(data_a[3]), .b(data_b[3]), .cin(cout[2]));
    full_adder_d FA4(.carry(cout[4]), .sum(sum[4]), .a(data_a[4]), .b(data_b[4]), .cin(cout[3]));
    full_adder_d FA5(.carry(cout[5]), .sum(sum[5]), .a(data_a[5]), .b(data_b[5]), .cin(cout[4]));
    full_adder_d FA6(.carry(cout[6]), .sum(sum[6]), .a(data_a[6]), .b(data_b[6]), .cin(cout[5]));
    full_adder_d FA7(.carry(cout[7]), .sum(sum[7]), .a(data_a[7]), .b(data_b[7]), .cin(cout[6]));
    always @(posedge clk)  begin
        if(start) begin  
            data_out <= sum; 
            done <= 1; 
        end else begin
            data_out <= 0;
            done <= 0;
        end
    end
endmodule
module full_adder_d (
    input a,b,cin,
    output sum,carry
);
assign sum = a ^ b ^ cin;
assign carry = (a & b) | (b & cin)  | (cin & a) ;
endmodule
### flow/run.sh
#!/bin/bash
# OpenROAD 26Q1-2900-gdf79404cd8, Yosys 0.63+post, stock flow scripts
make -C /OpenROAD-flow-scripts/flow DESIGN_CONFIG=/design/flow/config.mk WORK_HOME=/design/flow/orfs finish
==> impl_metrics.toml <==
# implementation run metrics
[cts]
post-cts-setup-buffers = 0
clock-sinks = 9
htree_levels = 1
cts_buffers = 3
clk_path_buf_depth = 2
cts-root-buf = "clkbuf_4"
cts_tree = "done"
clkTransAtPathRegs_ps = 60
cts.hold.buffers_added = 0

[power_and_ir_drop]
p_per_area_mw_per_mm2 = 337.1
p_total_w = 0.0002543
irDropWorstVdd_mv = 0.06825
p_leak_nw = 0.2914

[floorplanning]
core-area_sq_mm = 0.003416
io_pins = 28
fp.dieH_um = 80
initCoreUtil_pct = 11.36
die_x_um = 80
std_cell_rows = 21
die_area_sq_mm = 0.006400

[final_timing]
slew_headroom_pct = 85.74
final_hold_viol_count = 0
tightestPinTransition_ps = 213.2
finalMaxSlewViolations = 0
rsz0062_at_grt = "no"
fin_crit_sh_pct = 96.92
min_period_ps = 3489
max_freq_mhz = 286.6
finalSetupViolations = 0

[yosys]
yosys.area.top_type_share_pct = 46.45
postSynthAreaPerCell_sq_um = 15.51
yosysChipArea_sq_um = 387.9
yosysWarningCount = 1
postSynthSeqShare_pct = 46.45
syn-cell-area_sq_um = 387.9
synth_cell_type_count = 6
synth_cells = 25
ys_top_cells_by_area = "dfxtp_1, fa_1, and2_1"
common_cells = "dfxtp_1, and2_1, fa_1"
synth.most_common_cell = "dfxtp_1"
yosys_cells = 25
yosys_register_bits = 9
async_flop_share_pct = 0
flop_cell = "dfxtp_1"
edf_count = 0
top_area_cell = "dfxtp_1"

[setup_path]
required_ps = 3750
slowest_stage = "clkdlybuf4s50_1"
cp_common_cell = "fa_2"
worstPathArrival_ps = 3640
end_kind = "register"
cp.buffers_inverters = 1
max_stage_delay_ps = 440
crit_type = "input pin to register"
crit_path_cell_trace = "clkdlybuf4s50_1 > fa_2 > fa_2 > fa_2 > fa_2 > fa_2 > fa_2 > xnor3_1 > nor2b_2"
crit_family = "adder cells"
cp_max_fo = 1
start_kind = "input pin"

[detailed_routing]
drtIter0Drc = 0
insertedDiodeCount = 0
vias = 268
routedWlPerCell_um = 9.772
vias_per_cell = 2.653
drcViolationCount = 0
drt-total-wl_um = 987
dr.pass1.iters = 1
antenna_left = 0

[grt]
grt_use_total_pct = 3.052
overflow = 0
grt_first_pass_wirelength_um = 1545
grt_pass1_vias = 331
grt_max_degree = 10
antenna_found_initial = 0

[job]
drv_cap = 0
warning_count = 26

[worst_hold_path]
min_path_type = "input pin to register"

[layout]
drive_gt1_share_pct = 20.00
fin_area_sq_um = 754.5
syn2layout_area_growth_pct = 94.52

[placed_design]
placed_cell_area_sq_um = 705.7
portBuffers = 26
gp_congestion = 0.7100

[status]
outcome = "finished clean"
==> timing repair <==
item,CTS,global route
setup endpoints to repair,2,2
pin swaps,2,7
resized,6,3
==> layout make-up <==
class	instances	area, sq um
fill	368	2661
timing repair buffer	26	265.3
tap	46	57.56
clock buffer	4	26.28
sequential	9	180.2
multi-input combinational	16	225.2
==> cell families (layout without fill, tap and decap cells) <==
| logic type | Yosys count | after routing | share of synthesized area, % |
|---|---|---|---|
| fa+ha+maj | 7 | 7 | 34.19 |
| flops | 9 | 9 | 46.45 |
| xor+xnor | 1 | 1 | 5.806 |
| simple gates | 8 | 8 | 13.55 |
| buf+inv | 0 | 30 | 0 |
==> layer usage <==
metal / vias to the layer above / track usage (%) / part of all wire (%)
met5: - / 0 / 0
met4: 0 / 1.408 / 3.6
met3: 4 / 2.500 / 19
met2: 20 / 4.655 / 44
met1: 105 / 2.907 / 34
li1: 139 / - / -
==> layout by cell type, fill, tap and decap left out, drive strengths merged <==
cell,count
and2,7
clkbuf,4
clkdlybuf4s50,24
dfxtp,9
dlymetal6s2s,2
fa,6
ha,1
nor2b,1
xnor3,1
==> power breakdown <==
group	switching, W	leakage (nW)	internal, W
Combinational	0.0000176	0.201	0.0000497
Sequential	0.00000270	0.0751	0.000111
Clock	0.0000308	0.0150	0.0000424
Total	0.0000511	0.291	0.000203
==> sequential cells by signal (all words and copies together) (netlist names) <==
signal,flops
data_out,8
done,1
==> final timing paths <==
| path | cells past startpoint | slack, ps | startpoint | to |
|---|---|---|---|---|
| hold / removal | 3 | 840 | data_a[0] | data_out[0] |
| setup / recovery | 9 | 110 | data_a[1] | data_out[7] |
==> through the flow <==
stage | hold WS (ps) | cells | utilization [%] | worst slack [ps] | TNS [ps]
finish | 840.4 | 101 | 22.09 | 110.9 | 0
global route | 846.0 | 101 | 22.09 | 19.64 | 0
CTS | 1098 | 101 | 21.87 | 1.055 | 0
detailed placement | 1373 | 97 | 20.66 | -494.9 | -935.5
global placement | 1382 | 97 | 20.66 | -469.1 | -862.4
floorplan | 747.7 | 25 | - | 72.88 | 0
Power and IR drop assume default switching activity.
