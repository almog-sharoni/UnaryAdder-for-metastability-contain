`flow/run.sh`:
```
#!/bin/bash
# OpenROAD 26Q1-2900-gdf79404cd8, Yosys 0.63+post, stock flow scripts
make -C /OpenROAD-flow-scripts/flow DESIGN_CONFIG=/design/flow/config.mk WORK_HOME=/design/flow/orfs finish
```
`flow/config.mk`:
```
export PLATFORM = sky130hd
export DESIGN_NAME = gray_adder
export DESIGN_NICKNAME = gray_adder
export VERILOG_FILES = /design/flow/design.v
export SDC_FILE = /design/flow/constraint.sdc
export NUM_CORES = 4
export LEC_CHECK = 1
export CORE_AREA = 10 10 103 103
export DIE_AREA = 0 0 113 113
```
`flow/constraint.sdc`:
```
current_design gray_adder

set clk_period 2.7
set clk_io_pct 0.2

create_clock -name clk0 -period $clk_period [get_ports {clk}]

set non_clock_inputs [all_inputs -no_clocks]
set_input_delay [expr $clk_period * $clk_io_pct] -clock clk0 $non_clock_inputs
set_output_delay [expr $clk_period * $clk_io_pct] -clock clk0 [all_outputs]
```
`flow/design.v`:
```
`timescale 1ns/1ps
module gray_adder #(
    parameter NOF_BITS = 8
)(
    input wire clk,
    input wire rst_n,
    input wire start,
    input wire [NOF_BITS-1:0] A, B,
    input wire PA, PB,
    output reg [NOF_BITS-1:0] S,
    output reg done
);
    localparam IDLE  = 2'b01;
    localparam ADD   = 2'b10;
    reg [1:0] state, next_state;
    reg [NOF_BITS-1:0] E, F;
    reg [$clog2(NOF_BITS):0] counter;  
    always @(*) begin 
        case(state)
            IDLE: begin
                next_state = (start) ? ADD : IDLE; 
            end
            ADD: begin
                if (counter == NOF_BITS - 1) begin
                    next_state = IDLE;
                end else begin
                    next_state = ADD;                                        
                end
            end
            default: next_state = IDLE;
        endcase
    end
    always @(posedge clk or negedge rst_n) begin
        if (~rst_n) begin
            state <= IDLE;
            done <= 0;
        end else begin
            state <= next_state;
            if (state == ADD && next_state == IDLE) begin
                done <= 1;
            end else begin
                done <= 0;
            end
        end
    end
    always @(posedge clk) begin
        if (state == IDLE) begin
            E <= {{NOF_BITS-1{1'b0}}, PA};   
            F <= {{NOF_BITS-1{1'b0}}, PB};   
            counter <= 0;                    
        end else begin
            S[counter] <= (E[counter] & F[counter]) ^ A[counter] ^ B[counter];  
            E[counter+1] <= (E[counter] & (~F[counter])) ^ A[counter];   
            F[counter+1] <= ((~E[counter]) & F[counter]) ^ B[counter];
            counter <= counter + 1;
        end
    end
endmodule
```
==> ci_impl_report.md <==
## Implementation flow summary

| Metric | Value |
|---|---|
| Wire per inst | roughly 14 um |
| Chip height | ~110 um |
| Max Clk Rate | ~410 MHz |
| Post-CTS Resized | 0 |
| Max Cap Viol | 0 |
| Slew margin rel. | between 60% and 70% |
| Latency at later pin | between 200 and 300 ps |
| Element type at the critical path end | flip-flop |
| DR vias/cell | 4.90 |
| Final period utilization | approximately 90% |
| Layout cells sized above 1 | a little over an eighth |
| Slew @ Worst Pin | 552 ps |
| Post-synth EDFFs | 8 |
| Input/output buffers | 29 |
| Worst setup margin | approximately 280 ps |
| Width of the die | ~110 um |
| DP Area | 2420 um^2 |
| Pre-CTS setup slack | about 96 ps |
| Synthesized instance count | 208 |
| Chip Area, Yosys | between 1500 and 2000 um^2 |
| Clock Path Buffers | 2 |
| Register share of total power | 25.3% |
| Core ar. | 8300 um^2 |
| Hold crit path type | primary input to async pin |
| H-tree depth | 2 |
| Sw frac | between 40% and 50% |
| Pleak | roughly 0.93 nW |
| Number of diodes | 0 |
| Dpl hpwl | 3.71 mm |
| Async set or reset register ratio after synthesis | 9.68% |
| First-pass GRT wire length | 8.27 mm |
| Via count | ~1700 |
| Hold WS | approximately 430 ps |
| Reg clk slew, reported paths | 70 ps |
| Global route overflow | 0 |
| Pint | between 1.5 and 2 mW |
| Syn Std Cell Area | between 1500 and 2000 um^2 |
| Final Skew | 7.14 ps |
| Worst r2r src | counter[1] |
| Flop2flop setup slack | between 200 and 300 ps |
| Warning total across the stage logs | 32 |
| RSZ-0062 raised after global routing | false |
| # rows | 33 |
| Yosys stat cell total | 208 |
| Seq share, synth | 36.2% |
| Final Hold Viols | 0 |
| Setup CP Type | flip-flop to flip-flop |
| Largest net degree at the start of global routing | 28 |
| Hold buffer count at cts | 0 |
| Worst r2r path cells | 9 |
| Wirelength, routed | approximately 5 mm |
| Post-synthesis register bit count | 31 |
| Largest cells by area | dfxtp_1, edfxtp_1, mux4_2, ha_1, nand2_1 |
| Floorplan Utilization | about a quarter |
| Total track usage | ~7.7% |
| Via count of the first global-routing pass | 1676 |
| Fin util | 30.3% |
| Combinational group share of total power | 63.8% |
| Initial antenna violation count | 0 |
| Clk root buf | clkbuf_8 |
| Setup_tns | 0 ps |
| Max Slew Vio Count | 0 |
| Netlist cell types | between 50 and 60 |
| Top_reg_cell synth | dfxtp_1 |
| IO Pins | 30 |
| Largest type area fraction | 20.2% |
| Synth area leader | dfxtp_1 |
| Startpoint Class | flip-flop |
| Drt drc | 0 |
| Outcome | completed |
| Total setup buffers inserted after CTS | 0 |
| CTS tree | done |
| Sw Pwr | roughly 1.5 mW |
| Placer congestion estimate | 0.837 |
| Pwr/cell area | 1360 nW/um^2 |
| Cell area after layout | 2510 um^2 |
| Area added between synthesis and finish | 26.8% |
| Cts bufs inserted | 5 |
| Setup violations, final | 0 |
| Adder Area Share | ~5.7% |
| Worst reg2reg path endpoint | F[4] |
| Synth Area in Simple Gates | between 15 and 20% |
| Clock power share | between 10% and 20% |
| Max IR drop VDD | 0.376 mV |
| Worst EP required | approximately 2900 ps |
| XOR/XNOR share of the synthesized area | 3.92% |
| Synth mux share | around an eighth |
| Fin crit period | ~2400 ps |
| Yosys warning count | 1 |
| Die ar. | between 10000 and 15000 um^2 |
| Crit path DAT | between 2000 and 3000 ps |
| Initial DRC count | approximately 84 |
| Main logic family after synthesis | simple AND/OR/NAND/NOR gates |
| CP max FO | 8 |
| Avg Cell Area, Syn | ~9.5 um^2 |
| Pre-antenna DRT Iters | 4 |
| Sink Count | 31 |
| Complex Gates by Area | 17.2% |
| Antenna Nets Post-Route | 0 |
[synth_stat cells, types with 2 or more instances]
master and n:
dfxtp_1 20, nand2_1 18, nor2_1 15, inv_1 13, a21oi_1 11, nand3_1 10
ha_1 9, edfxtp_1 8, mux4_2 8, clkbuf_1 7, a32o_1 6, o22ai_1 6
xnor2_1 5, a32oi_1 4, buf_1 4, nand4_1 4, nor2b_1 4, nor3_1 4
nor4_1 4, o21ai_0 4, o2111ai_1 3, o41ai_1 3, a2bb2oi_1 2, and3_1 2
buf_6 2, dfrtp_1 2, mux2_1 2, nand2b_1 2, nor3b_1 2, or3_1 2
xor2_1 2
[power groups by stage]
stage	clock [mW]	sequential, mW	combinational [mW]
after CTS	0.384	0.868	2.20
final	0.375	0.866	2.18
after global routing	0.399	0.899	2.44
[sequential cells by signal, summed over array words and instances (netlist names)]
register	count
counter	4
state	2
S	8
E	8
F	8
done	1
[cell families after synthesis]
family / Yosys count
AND-OR/OR-AND: 47
adder cells (fa/ha/maj): 9
multiplexers: 14
XOR/XNOR: 8
buffers and inverters: 28
flip-flops: 31
AND/OR/NAND/NOR: 71
[layout by cell type, fill, tap and decap left out, types with 4 or more instances in the layout]
master,Yosys,routed
nor2_1,15,15
a21oi_1,11,11
xnor2_1,5,5
edfxtp_1,8,8
mux4_2,8,8
nand2_1,18,18
nor3_1,4,4
clkdlybuf4s50_1,0,29
nor2b_1,4,4
nor4_1,4,4
dfxtp_1,20,20
a32oi_1,4,4
clkbuf_8,0,6
nand4_1,4,4
a32o_1,6,6
inv_1,13,13
o21ai_0,4,4
buf_4,0,9
nand3_1,10,10
ha_1,9,9
o22ai_1,6,6
[worst max path at each step]
stage | endpoint | slack (ps) | start | cells past startpoint
CTS | F[4] | 280 | counter[1] | 9
global route | F[4] | 30 | counter[1] | 9
finish | F[4] | 280 | counter[1] | 9
[critical path: stages, from the launching register on]
cell and delay, ps:
dfxtp_1 560, ha_1 250, nand2_1 80, a21oi_1 220
inv_1 70, ha_1 290, nand2b_1 180, or3_1 410
o21ai_0 150, a21oi_1 80
[cell type report]
cell class,instances,area (um^2)
clock inverters,1,5.00
flip-flops and latches,31,717
repair buffers,39,378
multi-input cells,149,1140
inverters,14,52.6
fillers,846,5790
clock buffers,7,86.3
well taps,105,131
[stage by stage]
step / power (mW) / cells
floorplan: 2.42 / 208
global placement: 3.04 / 338
detailed placement: 3.06 / 338
CTS: 3.45 / 346
global route: 3.74 / 346
finish: 3.42 / 346
[layer usage]
layer / track usage, % / wire (um) / up-vias
li1: - / - / 839
met1: 11.1 / 2500 / 791
met2: 12.0 / 2100 / 60
met3: 1.71 / 276 / 4
met4: 0.677 / 31 / 0
met5: 0 / 0 / -
No activity file was given, so power comes from the tool's default toggle rates.
